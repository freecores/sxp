[config.mk]
export PLATFORM = sky130hd
export DESIGN_NAME = sync_regf
export DESIGN_NICKNAME = sync_regf
export VERILOG_FILES = /design/flow/design.v
export SDC_FILE = /design/flow/constraint.sdc
export NUM_CORES = 4
export LEC_CHECK = 1
export CORE_UTILIZATION = 40
[run.sh]
#!/bin/bash
# OpenROAD 26Q1-2900-gdf79404cd8, Yosys 0.63+post, stock flow scripts
make -C /OpenROAD-flow-scripts/flow DESIGN_CONFIG=/design/flow/config.mk WORK_HOME=/design/flow/orfs finish
[constraint.sdc]
current_design sync_regf

set clk_period 8.2
set clk_io_pct 0.2

create_clock -name clk0 -period $clk_period [get_ports {clk}]

set non_clock_inputs [all_inputs -no_clocks]
set_input_delay [expr $clk_period * $clk_io_pct] -clock clk0 $non_clock_inputs
set_output_delay [expr $clk_period * $clk_io_pct] -clock clk0 [all_outputs]
[design.v]
module sync_regf (
		clk,			 
		reset_b,		 
		halt,			 
	   	addra,			 
                a_en,			 
		addrb,			 
                b_en,			 
		addrc,			 
	        dc,			 
		wec,			 
		qra,			 
		qrb);			 
parameter AWIDTH = 5;
parameter DSIZE  = 32;
input clk;
input reset_b;
input halt;
input [AWIDTH-1:0] addra;
input a_en;
input [AWIDTH-1:0] addrb;
input b_en;
input [AWIDTH-1:0] addrc;
input [DSIZE-1:0] dc;
input wec;
output [DSIZE-1:0] qra;
output [DSIZE-1:0] qrb;
integer i;
reg [DSIZE-1:0] reg_file [0:(1<<AWIDTH)-1];	 
assign qra = ((addrc == addra) && wec) ? dc : reg_file[addra];
assign qrb = ((addrc == addrb) && wec) ? dc : reg_file[addrb];
always @(posedge clk or negedge reset_b)
  begin
    if (!reset_b)
      for (i=0;i<(1<<AWIDTH);i=i+1)
        reg_file [i] <= {DSIZE{1'b x}};
    else
      if (wec)
        reg_file[addrc] <= dc;
  end
task reg_display;
  integer k;
  begin
    for (k=0;k<(1<<AWIDTH);k=k+1)
      $display("Location %d = %h",k,reg_file[k]); 
  end
endtask
endmodule
==> results.sh <==
# implementation run metrics
export IMPL_power_density_nw_per_um2=235
export IMPL_ys_sh_simple_pct=10.4
export IMPL_ys_sh_xor_pct=0.166
export IMPL_cts_setup_buffers=0
export IMPL_yosysTopAreaCell="dfrtp_1"
export IMPL_wl_met2_um=111000
export IMPL_fin_crit_sh_pct=92.2
export IMPL_rows=133
export IMPL_worst_pin_slew_ns=1.37
export IMPL_post_route_util_pct=46.6
export IMPL_yosys_warnings=2
export IMPL_tritoncts="done"
export IMPL_switching_share_pct=28.9
export IMPL_yosysMostFrequentCell="dfrtp_1"
export IMPL_coreArea_um2=131000
export IMPL_top_area_share_pct=48.4
export IMPL_peakVddDrop_v=0.000179
export IMPL_warnings=46
export IMPL_h_tree_depth=3
export IMPL_post_route_min_period_ns=7.56
export IMPL_clock_skew_ns=0
export IMPL_route_detailed_drc=0
export IMPL_edf_count=0
export IMPL_ios=117
export IMPL_clock_latency_ns=0.71
export IMPL_regMostFlops="reg_file"
export IMPL_finalSetupViolCount=0
export IMPL_cts_root_buf="clkbuf_16"
export IMPL_grt_pass1_vias=46538
export IMPL_hold_buffers=0
export IMPL_syn_inst=4584
export IMPL_hpwl_um=173000
export IMPL_vias_per_cell=7.40
export IMPL_initial_core_util_pct=40.3
export IMPL_routed_wl_um=284000
export IMPL_synthTopCellsByCount="dfrtp_1, mux2_2, a22oi_1"
export IMPL_adder_share_pct=0
export IMPL_drive_gt1_share_pct=34.3
export IMPL_area_growth_pct=15.6
export IMPL_pwr_share_seq_pct=48.1
export IMPL_chipArea_um2=134000
export IMPL_drtIter0Drc=6079
export IMPL_worstHoldPathCells=1
export IMPL_wl_met3_um=50700
export IMPL_syn_cell_area_um2=52900
export IMPL_timing_rr_end="reg_file[26][19]"
export IMPL_path_max_fanout=24
export IMPL_critPathRequiredTime_ns=6.56
export IMPL_maxSlewViolCount=0
export IMPL_gp_congestion=1.06
export IMPL_fmax_ghz=0.132
export IMPL_antenna_found_initial=37
export IMPL_cts_num_sinks=1024
export IMPL_met1Wirelength_um=96800
export IMPL_muxShareOfSynthArea_pct=22.1
export IMPL_cts_made_buffers=112
export IMPL_hp_class="flip-flop to flip-flop"
export IMPL_hp_start="reg_file[8][5]"
export IMPL_grt_usage_pct=43.5
export IMPL_clkTransAtPathRegs_ns=0.06
export IMPL_pwr_share_comb_pct=15.1
export IMPL_ys_cells=4584
export IMPL_cp_start_kind="input pin"
export IMPL_route_detailed_wl_per_inst_um=43.5
export IMPL_switchingPower_mw=4.15
export IMPL_port_buffer_count=113
export IMPL_ant_nets=0
export IMPL_p_leak_nw=27.0
export IMPL_cts_resized=0
export IMPL_crit_type="input pin to primary output"
export IMPL_cp_arrival_ns=5.92
export IMPL_ys_async_sr_fraction_pct=100
export IMPL_reg2reg_from="reg_file[26][19]"
export IMPL_yosys_area_um2=52900
export IMPL_netlist_logic_family_top="multiplexers"
export IMPL_rsz0062_at_grt="no"
export IMPL_ys_types=68
export IMPL_slew_limit_headroom_pct=6.32
export IMPL_reg2reg_slack_ns=7.24
export IMPL_drtPass1Iterations=22
export IMPL_aoi_share_pct=14.8
export IMPL_setup_tns_ns=0
export IMPL_pwr_share_clk_pct=36.8
export IMPL_status="finished clean"
export IMPL_max_cap_viol_count=0
export IMPL_syn_avg_cell_area_um2=11.5
export IMPL_ff2ff_path_depth=1
export IMPL_top_layer="met5"
export IMPL_yosysSeqAreaShare_pct=48.4
export IMPL_grt_max_degree=118
export IMPL_die_h_um=366
export IMPL_area_leaders="dfrtp_1, mux2_2, a22oi_1"
export IMPL_clock_path_buffers=3
export IMPL_grt_overflow_total=0
export IMPL_min_to="reg_file[8][5]"
export IMPL_ys_ff=1024
export IMPL_ys_flop_type="dfrtp_1"
export IMPL_largest_register_ff_count=1024
export IMPL_internal_power_mw=10.2
export IMPL_dieWidth_um=366
export IMPL_final_hold_violation_count=0
export IMPL_grt_first_pass_wirelength_um=386000
export IMPL_cp_end_kind="primary output"
export IMPL_top_regs="reg_file (1024)"
export IMPL_vias=48314
-- power by group through the flow --
stage / logic (mW) / registers [mW] / clock network (mW)
4_1_cts: 2.12 / 6.87 / 5.29
5_1_grt: 2.28 / 7.02 / 5.48
6_report: 2.18 / 6.91 / 5.29
-- cells by family after synthesis --
group,after synthesis
DFF,1024
buffers and inverters,478
AOI/OAI and AO/OA,1066
muxes,1034
and+or+nand+nor,972
xor gates and xnor gates,10
-- critical path: stages --
cell and delay, ns:
buf_2 0.54, buf_4 0.46, or3_1 0.42, nor2_4 0.24
buf_4 0.31, a2111oi_0 1.21, nand3_1 0.15, nor4_1 0.35
o21ai_1 0.13, clkdlybuf4s50_1 0.42
-- how the worst max path moves through the flow --
stage,start,endpoint,slack [ns]
final,addrb[1],qrb[3],0.64
after CTS,addrb[4],qrb[27],1.0
after global routing,addrb[4],qrb[27],0.75
-- placed cells by master (no fill, tap or decap), types with 23 or more instances in the layout --
cell and n:
mux2_2 977, clkinv_2 25, clkbuf_8 31, mux2_1 26, a31oi_1 28, nand2_1 128
nor4_1 56, buf_4 273, buf_12 23, a22oi_1 638, and3_1 285, nand4_1 126
a2111oi_0 87, or3_1 39, o21ai_0 72, dfrtp_1 1024, nor2_4 72, o21ai_1 38
clkbuf_16 115, a22o_1 34, a221oi_1 37, a21oi_1 73, clkdlybuf4s50_1 103, nand3_1 98
diode_2 41
-- cell type report --
class	instances	area, um^2
fillers	11660	70100
multi-input cells	3082	25800
flip-flops and latches	1024	25600
repair buffers	409	3600
clock buffers	164	3370
well taps	1755	2200
clock inverters	41	429
diodes	41	103
inverters	9	33.8
-- per-stage QoR --
stage                     hold slack, ns  total power, mW  std cells  setup slack (ns)  cell area [um^2]
final                              0.511             14.4       6525             0.642             61200
after global routing               0.522             14.8       6490             0.746             61100
after CTS                          0.507             14.3       6484             0.998             61100
after detailed placement           0.493             9.05       6279              1.02             57300
after global placement             0.488             9.00       6279              1.02             57300
after floorplan                    0.473             7.92       4584              3.42             52900
-- routing by layer --
metal / global-route usage (%) / vias up
li1: - / 17852
met1: 52.8 / 24147
met4: 28.1 / 20
met5: 1.85 / -
met3: 29.6 / 1611
met2: 55.7 / 4684
Power and IR drop assume default switching activity.

==> /design/flow/run.sh <==
#!/bin/bash
# OpenROAD 26Q1-2900-gdf79404cd8, Yosys 0.63+post, stock flow scripts
make -C /OpenROAD-flow-scripts/flow DESIGN_CONFIG=/design/flow/config.mk WORK_HOME=/design/flow/orfs finish
==> /design/flow/design.v <==
module generic_spram(
	clk, rst, ce, we, oe, addr, di, do
);
	parameter aw = 6;  
	parameter dw = 8;  
	input           clk;   
	input           rst;   
	input           ce;    
	input           we;    
	input           oe;    
	input  [aw-1:0] addr;  
	input  [dw-1:0] di;    
	output [dw-1:0] do;    
	reg  [dw-1:0] mem [(1<<aw)-1:0];	 
	wire [dw-1:0] q;                  
	reg  [aw-1:0] raddr;              
	assign do = (oe & ce) ? q : {dw{1'bz}};
	always@(posedge clk)
	if (ce)  
		raddr <= #1 addr;     
	assign #1 q = rst ? {dw{1'b0}} : mem[raddr];
	always@(posedge clk)
		if (ce && we)
			mem[addr] <= #1 di;
	task print_ram;
	input [aw-1:0] start;
	input [aw-1:0] finish;
	integer rnum;
  	begin
    		for (rnum=start;rnum<=finish;rnum=rnum+1)
      			$display("Addr %h = %h",rnum,mem[rnum]);
  	end
	endtask
endmodule
==> /design/flow/constraint.sdc <==
current_design generic_spram

set clk_period 17.5
set clk_io_pct 0.2

create_clock -name clk0 -period $clk_period [get_ports {clk}]

set non_clock_inputs [all_inputs -no_clocks]
set_input_delay [expr $clk_period * $clk_io_pct] -clock clk0 $non_clock_inputs
set_output_delay [expr $clk_period * $clk_io_pct] -clock clk0 [all_outputs]
==> /design/flow/config.mk <==
export PLATFORM = sky130hd
export DESIGN_NAME = generic_spram
export DESIGN_NICKNAME = generic_spram
export VERILOG_FILES = /design/flow/design.v
export SDC_FILE = /design/flow/constraint.sdc
export NUM_CORES = 4
export LEC_CHECK = 1
export CORE_UTILIZATION = 30
==> flow_metrics.tcl <==
# collected from the flow reports
set metrics [dict create \
    outcome "completed" \
    fp.dieH_um 264 \
    ant_nets 0 \
    period_minus_slack_ns 9.38 \
    crit_type "primary input to primary output" \
    grt_first_pass_wirelength_mm 67.2 \
    p_leak_nw 7.27 \
    hold_viol_final 0 \
    cts.sinks 524 \
    fp.dieW_um 264 \
    diodes 0 \
    critPathCaptureType "primary output" \
    dp.final_hpwl_mm 26.1 \
    yosys-top-cells-count "edfxtp_1 (518), mux4_2 (91), nor2_1 (75), mux4_1 (30), nand2_1 (29)" \
    maxCapViolCount 0 \
    ys_top_cells_by_area "edfxtp_1 (75%), mux4_2 (9.9%), mux4_1 (3.8%)" \
    cts_hold_buf 0 \
    setup_violations 0 \
    fp_util_pct 30.5 \
    root_buffer "clkbuf_16" \
    synth-edff-count 518 \
    cts_htree_levels 2 \
    syn_to_final_growth_pct 13.4 \
    relSlewSlack_pct 28.7 \
    drive_gt1_share_pct 20.7 \
    rows 95 \
    fmax_mhz 107 \
    post_drt_wl_per_cell_um 23.0 \
    finalClockPeriodUsage_pct 53.6 \
    cts_setup_buffers 0 \
    numCtsBuffers 53 \
    synthArstFlopShare_pct 0 \
    internal_power_w 0.00211 \
    fp.dieArea_um2 69900 \
    path_common_cell "clkdlybuf4s50_1" \
    p_sw_w 0.000564 \
    fp.coreArea_um2 67600 \
    yosysMostFrequentCell "edfxtp_1" \
    cp_max_fo 8 \
    cp_cell_sequence "clkdlybuf4s50_1 -> nor2b_1 -> o21ai_0 -> a211oi_1 -> a32o_1 -> clkdlybuf4s50_1" \
    rsz0062_at_grt "false" \
    synth_area_per_cell_um2 21.2 \
    openroad.warnings 26 \
    fin_tns_setup_ns 0 \
    grt_pass1_vias 10600 \
    powerDensity_nw_per_um2 114 \
    fin_ws_ns 8.12 \
    yosysCellCount 974 \
    cts_tree "yes" \
    top_area_share_pct 75.4 \
    seq_area_frac_synth_pct 75.9 \
    switching_share_pct 21.1 \
    cpMaxStageDelayCell "clkdlybuf4s50_1" \
    clockBufferDepth 3 \
    wl_mm 44.7 \
    ios 27 \
    dr_total_vias 9657 \
    peakVddDrop_v 0.0000718 \
    netlist_instances 974 \
    drt-initial-drc-count 673 \
    ys_ff 524 \
    antenna_found_initial 2 \
    pwr-share-clk_pct 41.2 \
    finClkSkew_ns 0.00374 \
    gp_congestion 0.847 \
    cp.required_ns 14.00 \
    fill_cells 6099 \
    synth.largest_area_cell "edfxtp_1" \
    synth_cell_types 46 \
    drt-pass1-iter-count 5 \
    insertion_delay_ns 0.59 \
    cpPeakStageDelay_ns 0.59 \
    arrival_ns 5.88 \
    clkTransAtPathRegs_ns 0.06 \
    io_buffers 25 \
    track_usage_pct 14.0 \
    post-place-ws_ns 8.20 \
    cp-start-kind "primary input" \
    cts_resized 0 \
    grt_overflow 0 \
    avgViaCountPerCell 4.98 \
    flop_cell "edfxtp_1" \
    total_power_w 0.00268 \
    drc 0 \
    synth-warning-count 2 \
    tightest_slew_ns 1.07 \
    grt_max_degree 65 \
    synth_area_um2 20600 \
    combinationalPowerShare_pct 6.5 \
    yosysChipArea_um2 20600 \
    slew_viol_final 0 \
    hp-class "flip-flop to flip-flop" \
    seq_power_share_pct 52.3 \
]
-- worst paths after layout --
check	startpoint	endpoint	slack [ns]	cells after the start
min reg2reg	raddr[3]$_DFFE_PP_	flip-flop	0.47	1
min	raddr[3]$_DFFE_PP_	flip-flop	0.47	1
max reg2reg	raddr[0]$_DFFE_PP_	flip-flop	16.77	1
max	rst	do[1]	8.12	6
-- power by group through the flow --
| stage | clock network (W) | registers, W | logic [W] |
|---|---|---|---|
| finish | 0.00110 | 0.00140 | 0.000174 |
| CTS | 0.00113 | 0.00140 | 0.000176 |
| global route | 0.00118 | 0.00140 | 0.000188 |
-- layout by cell type (no fill, tap or decap), types with 8 or more instances in the layout --
cell,n
clkbuf_1,18
mux4_1,30
o21ai_1,11
o22ai_1,17
mux2i_1,26
mux4_2,91
buf_4,24
clkinv_2,10
buf_2,8
edfxtp_1,518
nor2_1,75
mux2_2,15
o21ai_0,13
clkbuf_16,53
nand3_1,8
clkdlybuf4s50_1,17
nand2_1,29
-- kinds of logic (layout without fill, tap and decap cells) --
kind of cell	count (synthesis)	count (layout)	share of synthesized area (%)
simple gates	149	149	3.28
buf+inv	56	150	2.19
mux	162	162	15.8
flops	524	524	75.9
compound gates	83	83	2.77
-- registers in the layout, indices dropped and copies added (netlist names), named ones only --
register  cells
raddr         6
mem         512
-- area by class of cell --
type                       count  area [um2]  share of cell area [%]
clock buffer                  72        1410                    6.01
clock inverter                26         302                    1.29
inverter                       3        11.3                  0.0481
multi-input combinational    394        4520                    19.3
sequential                   524       15700                    67.0
tap                          873        1090                    4.67
timing repair buffer          49         390                    1.67
-- layer usage --
metal  GRT usage, %  part of all wire (%)  up-vias
met5              0                 0.087        -
met4           2.61                   2.2        4
met3           8.67                    13       73
met2           21.9                    49      472
met1           17.0                    36     4930
li1               -                     -     4178
-- critical path: cells and delay by family --
| kind | cells | cell delay (ns) |
|---|---|---|
| buffers and inverters | 2 | 1.09 |
| AOI/OAI and AO/OA | 3 | 0.85 |
| and+or+nand+nor | 1 | 0.45 |
-- through the flow --
step	area (um2)	util, %	instances	hold slack, ns
final	23400	34.6	1941	0.469
after global routing	23400	34.6	1941	0.487
after global placement	21700	32.1	1843	0.455
after floorplan	20600	-	974	0.449
after detailed placement	21700	32.1	1843	0.460
after CTS	23400	34.6	1941	0.472
Power and IR drop assume default switching activity.
